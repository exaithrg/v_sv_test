==> /design/flow/design.v <==
`timescale 1ns/1ps
module NowCode_VL4(
    input [7:0]d ,
    input clk,
    input rst,
    output reg input_grant,
    output reg [10:0]out
);
reg [1:0] cnt;
reg [7:0] dbk;
always @(posedge clk, negedge rst) begin
    if(!rst) cnt <= #0.1 2'b0;
    else cnt <= #0.1 cnt + 1'b1;
end
always @(posedge clk, negedge rst) begin
    if(!rst) dbk <= #0.1 8'b0;
    else if(cnt == 2'b0) dbk <= #0.1 d;
end
always @(posedge clk, negedge rst) begin
    if(!rst) input_grant <= #0.1 1'b0;
    else if(cnt == 2'b0) input_grant <= #0.1 1'b1;
    else input_grant <= #0.1 1'b0;
end
always @(posedge clk, negedge rst) begin
    if(!rst) out <= #0.1 11'b0;
    else begin
        case(cnt)
        0: out <= #0.1 d;
        1: out <= #0.1 dbk * 3;
        2: out <= #0.1 dbk * 7;
        3: out <= #0.1 dbk << 3;
        endcase
    end
end
endmodule
==> /design/flow/run.sh <==
#!/bin/bash
# OpenROAD 26Q1-2900-gdf79404cd8, Yosys 0.63+post, stock flow scripts
make -C /OpenROAD-flow-scripts/flow DESIGN_CONFIG=/design/flow/config.mk WORK_HOME=/design/flow/orfs finish
==> /design/flow/config.mk <==
export PLATFORM = sky130hd
export DESIGN_NAME = NowCode_VL4
export DESIGN_NICKNAME = NowCode_VL4
export VERILOG_FILES = /design/flow/design.v
export SDC_FILE = /design/flow/constraint.sdc
export NUM_CORES = 4
export LEC_CHECK = 1
export CORE_AREA = 10 10 98 98
export DIE_AREA = 0 0 108 108
==> /design/flow/constraint.sdc <==
current_design NowCode_VL4

set clk_period 2.8
set clk_io_pct 0.2

create_clock -name clk0 -period $clk_period [get_ports {clk}]

set non_clock_inputs [all_inputs -no_clocks]
set_input_delay [expr $clk_period * $clk_io_pct] -clock clk0 $non_clock_inputs
set_output_delay [expr $clk_period * $clk_io_pct] -clock clk0 [all_outputs]
==> run summary <==
outcome -> finished clean
Dominant flop cell -> dfrtp_1
post-synth top area cell -> dfrtp_1
vias in the first global route -> 1364
Vias -> 1426
clock skew -> 0.00100 ns
RSZ-0062 raised after global routing -> no
Setup Buffers After CTS -> 0
fin crit share -> 95.8%
final worst path period need -> 2.68 ns
register share after synthesis -> 31.9%
yosys cell count -> 175
clock share of power -> 27.7%
Syn Inst Count -> 175
area reported by Yosys stat -> 0.00173 mm2
1st-iter DRT viols -> 70
max incr delay on CP -> 0.46 ns
Synth top cells by count -> dfrtp_1 (22), ha_1 (21), o21ai_0 (13), inv_1 (12), nand2_1 (12)
global-route wire length before repair -> 6.99 mm
Setup TNS Final -> 0 ns
initial antenna violation count -> 0
core footprint -> 0.00765 mm2
per-cell routed wire length -> 13.7 um
vias per cell -> 4.60
Comb pwr share -> 32.0%
delay-heaviest family, CP -> AND-OR/OR-AND gates
clock buffer depth -> 2
Slew @ Worst Pin -> 0.643 ns
CP Capture Type -> register
Placer Congestion -> 0.881
Residual DRC -> 0
Die Span Y -> 108 um
critical path arrival -> 2.84 ns
CTS tree -> done
Net Sw Frac -> 30.4%
synthesized flop and latch total -> 22
H-tree depth -> 1
max_slew headroom -> 57.2%
setup ws final -> 0.117 ns
Clock Tree Root -> clkbuf_8
Synth Cell Area -> 0.00173 mm2
Die Size -> 0.0117 mm2
asr flop ratio synth -> 100%
WP buf/inv -> 0
worst-path cell chain -> fa_1 > ha_1 > fa_2 > a21o_1 > a211oi_2 > a21oi_1 > a221o_1 > o32a_1
Core Util, Final -> 29.1%
startpoint types -> register
clk sinks -> 22
total CTS buffers -> 3
pre-CTS setup slack -> 0.0653 ns
slowest cell on the critical path -> fa_1
number of port buffers -> 21
worst hold path class -> reg2reg
FP Util -> 22.6%
Total GRT Usage -> 7.41%
Worst EP required -> 2.95 ns
post-synth cell types -> 41
Pleak -> 0.985 nW
Die W -> 108 um
most frequent cell after synthesis -> dfrtp_1
Detail Route Antenna Nets -> 0
Yosys warnings -> 1
Reg clk slew, reported paths -> 0.08 ns
peak supply drop -> 213 uV
Syn Area/Cell -> 9.87 um2
site row count -> 32
PwrDens -> 382 mW/mm2
Post-synth EDFFs -> 0
drt first pass iters -> 4
Max-area cell share -> 31.9%
Reg power frac -> 40.3%
grt ovf -> 0
tool warnings -> 33
dpl hpwl -> 3.19 mm
largest net degree at the start of global routing -> 23
layout cell share with drive strength beyond 1 -> 13.0%
number of max-cap violations -> 0
final wirelength -> 4.24 mm
later-pin clock latency in the skew report -> 0.26 ns
IO Count -> 22
WS Path Type -> reg2reg
internal power -> 0.000592 W
antenna fix cells -> 0
setup violators final -> 0
fmax -> 0.373 GHz
NetSw -> 0.000258 W
main area contributors -> dfrtp_1 (32%), ha_1 (15%), fa_1 (10%)
Final Max Slew Viols -> 0
Final Hold Viols -> 0
worst-path fanout max -> 3
layout overhead on the synthesized area -> 28.8%
[per-layer routing]
layer / track usage [%] / wire [um] / vias to the layer above
li1: - / - / 709
met1: 11.5 / 2120 / 681
met2: 11.1 / 1900 / 36
met3: 1.57 / 226 / 0
met4: 0.0954 / 0 / 0
met5: 0 / 0 / -
[through the flow]
stage	instances	area, um2	hold WS, ns	power, W
2_1_floorplan	175	1730	0.264	0.000506
3_3_place_gp	306	2150	0.482	0.000607
3_5_place_dp	306	2150	0.499	0.000606
4_1_cts	310	2200	0.509	0.000849
5_1_grt	310	2220	0.538	0.000908
6_report	310	2220	0.499	0.000850
[registers in the layout, summed over array words and instances (netlist names)]
name         cells
out             11
dbk              8
cnt              2
input_grant      1
[final timing paths]
check | start | to | slack, ns | cells past startpoint
min reg2reg | cnt[0] | cnt[0] | 0.50 | 1
min in group asynchronous | rst | out[2] | 0.64 | 2
max | dbk[1] | out[6] | 0.12 | 8
max in group asynchronous | rst | dbk[3] | 1.92 | 2
min | cnt[0] | cnt[0] | 0.50 | 1
max reg2reg | dbk[1] | out[6] | 0.12 | 8
[what timing repair did]
action / in CTS / in global routing
resized: 0 / 8
setup endpoints to repair: 0 / 5
hold buffers: 0 / 0
[kinds of logic (layout without fill, tap and decap cells)]
kind of cell	after synthesis	after routing	share of synthesized area [%]
multiplexers	4	4	2.54
buffers and inverters	18	51	3.91
AND-OR/OR-AND	49	49	19.5
XOR/XNOR	4	4	2.03
flip-flops	22	22	31.9
adder cells (fa/ha/maj)	30	30	25.7
AND/OR/NAND/NOR	48	48	14.5
[power by group through the flow]
stage	Combinational (W)	Clock, W	Sequential (W)
CTS	0.000261	0.000245	0.000343
global route	0.000305	0.000257	0.000345
finish	0.000272	0.000235	0.000343
[layout by cell type (no fill, tap or decap), types with 4 or more instances in the layout]
cell type / synthesis / routed
o21ai_0: 13 / 13
nor2_1: 10 / 10
dfrtp_1: 22 / 20
clkdlybuf4s50_1: 0 / 21
ha_1: 21 / 21
a21oi_1: 10 / 9
inv_1: 12 / 12
fa_1: 9 / 8
nand3_1: 7 / 7
nand2_1: 12 / 12
buf_4: 0 / 14
clkbuf_8: 0 / 4
[area by class of cell]
| class | count | area (um2) |
|---|---|---|
| Sequential cell | 22 | 553 |
| Multi-Input combinational cell | 135 | 1130 |
| Tap cell | 102 | 128 |
| Fill cell | 789 | 5420 |
| Inverter | 12 | 45.0 |
| Clock buffer | 4 | 55.1 |
| Timing Repair Buffer | 35 | 315 |
Power and IR drop assume default switching activity.
