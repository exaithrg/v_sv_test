[./design.v]
`timescale 1ns/1ps
module NowCode_VL4_2(
    input [7:0]d ,
    input clk,
    input rst,
    output reg input_grant,
    output reg [10:0]out
);
reg [1:0] cnt;
reg [7:0] dbk;
always @(posedge clk, negedge rst) begin
    if(!rst) cnt <= 2'b0;
    else cnt <= cnt + 1'b1;
end
always @(posedge clk, negedge rst) begin
    if(!rst) dbk <= 8'b0;
    else if(cnt == 2'b0) dbk <= d;
end
always @(posedge clk, negedge rst) begin
    if(!rst) input_grant <= 1'b0;
    else if(cnt == 2'b0) input_grant <= 1'b1;
    else input_grant <= 1'b0;
end
always @(posedge clk, negedge rst) begin
    if(!rst) out <= 11'b0;
    else begin
        case(cnt)
        0: out <= d;
        1: out <= dbk * 3;
        2: out <= dbk * 7;
        3: out <= dbk << 3;
        endcase
    end
end
endmodule
[./run.sh]
#!/bin/bash
# OpenROAD 26Q1-2900-gdf79404cd8, Yosys 0.63+post, stock flow scripts
make -C /OpenROAD-flow-scripts/flow DESIGN_CONFIG=/design/flow/config.mk WORK_HOME=/design/flow/orfs finish
[./config.mk]
export PLATFORM = sky130hd
export DESIGN_NAME = NowCode_VL4_2
export DESIGN_NICKNAME = NowCode_VL4_2
export VERILOG_FILES = /design/flow/design.v
export SDC_FILE = /design/flow/constraint.sdc
export NUM_CORES = 4
export LEC_CHECK = 1
export CORE_AREA = 10 10 98 98
export DIE_AREA = 0 0 108 108
[./constraint.sdc]
current_design NowCode_VL4_2

set clk_period 2.8
set clk_io_pct 0.2

create_clock -name clk0 -period $clk_period [get_ports {clk}]

set non_clock_inputs [all_inputs -no_clocks]
set_input_delay [expr $clk_period * $clk_io_pct] -clock clk0 $non_clock_inputs
set_output_delay [expr $clk_period * $clk_io_pct] -clock clk0 [all_outputs]
==> results.py <==
# Generated from Yosys and OpenROAD reports
metrics = {
    "final_timing": {
        "final.setup.tns_ns": 0,
        "finalWorstSetupSlack_ns": 0.117,
        "clock_skew_ns": 0.00100,
        "setup_viol": 0,
        "slew_violations": 0,
        "maxSlewHeadroom": 0.572,
        "max_freq_mhz": 373,
        "fin_crit_ns": 2.68,
        "hold_viol": 0,
        "whs_ns": 0.499,
        "finalCritPeriodShare": 0.958,
        "grt_setup_unrepaired": "false",
        "tightest_slew_ns": 0.643,
    },
    "global_routing": {
        "grt_max_degree": 23,
        "grt_pass1_vias": 1364,
        "antenna_found_initial": 0,
        "grt.total_usage": 0.0741,
        "grt_pass1_wl_mm": 6.99,
        "globalRoute.totalOverflow": 0,
    },
    "placed_design": {
        "dpl-instance-area_um2": 2150,
        "numPortBuffers": 21,
        "globalplace.congestion": 0.881,
        "hpwl_mm": 3.19,
        "place_ws_ns": 0.0653,
    },
    "setup_path": {
        "cp.required_ns": 2.95,
        "r2r_start": "dbk[1]",
        "path_buffers": 0,
        "crit_arrival_ns": 2.84,
        "worstRegToRegCells": 8,
        "critPathLaunchType": "flop",
        "critical_path.max_fanout": 3,
        "reg2reg_to": "out[6]",
        "crit_chain": "fa_1, ha_1, fa_2, a21o_1, a211oi_2, a21oi_1, a221o_1, o32a_1",
        "slowest_delay_ns": 0.46,
        "critPathTopFamily": "AND-OR/OR-AND gates",
        "cp_slowest_cell": "fa_1",
        "end_kind": "flop",
        "timing.reg2reg.setup_slack_ns": 0.12,
        "criticalPathCategory": "flop to flop",
    },
    "drt": {
        "num_antenna_cells": 0,
        "drc": 0,
        "drt-total-wl_mm": 4.24,
        "drt-initial-drc-count": 70,
        "firstDrtPassIters": 4,
        "viasPerCell": 4.60,
        "post_drt_wl_per_cell_um": 13.7,
        "final_antenna_net_count": 0,
        "vias": 1426,
    },
    "synth": {
        "yosysWarnings": 1,
        "synthTopCellsByCount": "dfrtp_1, ha_1, o21ai_0",
        "topCellsByArea": "dfrtp_1, ha_1, fa_1",
        "ys_cells": 175,
        "ys_seq_share": 0.319,
        "yosys.area.top_type": "dfrtp_1",
        "ff_type": "dfrtp_1",
        "synth_cells": 175,
        "ys_types": 41,
        "syn_area_um2": 1730,
        "top_area_frac": 0.319,
        "yosys.stat.chipArea_um2": 1730,
        "most_common_cell": "dfrtp_1",
        "async_flop_share": 1.00,
        "ys.flops": 22,
        "edf_count": 0,
        "synth.avg_cell_area_um2": 9.87,
    },
    "power_and_ir_drop": {
        "switching_share": 0.304,
        "pwr-share-clk": 0.277,
        "ir_worst_vdd_v": 0.000213,
        "power.switching_mw": 0.258,
        "pwr-share-comb": 0.320,
        "p_per_area_nw_per_um2": 382,
        "internal-power_mw": 0.592,
        "seqPwrFrac": 0.403,
        "leakage_nw": 0.985,
    },
    "cells_and_area": {
        "area_delta_synth_final_pct": 28.8,
        "final_cell_area_um2": 2220,
        "final_util": 0.291,
        "drive_above_1_share": 0.130,
    },
    "clock_network": {
        "cts_buffers": 3,
        "cts_tree": "built",
        "clkLatencyLatePin_ns": 0.26,
        "cts.reportedPaths.clkPinSlew_ns": 0.08,
        "cts_sinks": 22,
        "cts_root_buffer": "clkbuf_8",
        "post_cts_buffers": 0,
        "cts_buffer_depth": 2,
        "cts_max_level": 1,
    },
    "run": {
        "maxCapViolCount": 0,
        "tool_warnings": 33,
    },
    "die": {
        "die-area_um2": 11700,
        "fp_util": 0.226,
        "num_rows": 32,
        "io_pins": 22,
        "core_um2": 7650,
        "die_x_um": 108,
        "die_h_um": 108,
    },
    "hold_path": {
        "hold_start": "cnt[0]",
        "hold_path.class": "flop to flop",
        "whs_path_depth": 1,
        "whs_endpoint": "cnt[0]",
    },
    "run_status": {
        "status": "complete, no violations",
    },
}
[worst reg2reg max path, cell delays in order (launching register included)]
cell and delay, ns:
dfrtp_2 0.45, fa_1 0.46, ha_1 0.23, fa_2 0.36, a21o_1 0.19, a211oi_2 0.20, a21oi_1 0.06, a221o_1 0.29
o32a_1 0.34
[metrics by stage]
stage / power [mW] / instances
6_report: 0.850 / 310
5_1_grt: 0.908 / 310
2_1_floorplan: 0.506 / 175
3_3_place_gp: 0.607 / 306
3_5_place_dp: 0.606 / 306
4_1_cts: 0.849 / 310
[repair_timing]
item | CTS | global route
resized | 0 | 8
hold buffers | 0 | 0
setup endpoints to repair | 0 | 5
[worst max-delay path by stage]
stage | from | endpoint | slack [ns] | depth (start not counted)
4_1_cts | dbk[1] | out[6] | 0.02 | 8
5_1_grt | dbk[1] | out[6] | 0.005 | 8
6_report | dbk[1] | out[6] | 0.12 | 8
[flip-flops by register name, summed over array words and instances, names as in the netlist]
register / flops
cnt: 2
dbk: 8
input_grant: 1
out: 11
[cells by family (layout without fill, tap and decap cells)]
kind of cell             after synthesis  after routing  synth area share
AND-OR/OR-AND                         49             49             0.195
AND/OR/NAND/NOR                       48             48             0.145
adder cells (fa/ha/maj)               30             30             0.257
flip-flops                            22             22             0.319
buffers and inverters                 18             51            0.0391
XOR/XNOR                               4              4            0.0203
multiplexers                           4              4            0.0254
[layer usage]
metal  global-route usage  part of all wire  vias to the layer above
met1                0.115              0.50                      681
met4             0.000954                 0                        0
li1                     -                 -                      709
met2                0.111              0.45                       36
met3               0.0157             0.053                        0
met5                    0                 0                        -
[power by group through the flow]
stage	sequential, mW	clock, mW	combinational [mW]
final	0.343	0.235	0.272
after global routing	0.345	0.257	0.305
after CTS	0.343	0.245	0.261
[cell usage in the layout, fill, tap and decap left out, drive strengths merged, types with 3 or more instances in the layout]
cell type	count
a21oi	10
and3	3
buf	14
clkbuf	4
clkdlybuf4s50	21
dfrtp	22
fa	9
ha	21
inv	12
mux2	3
nand2	12
nand3	7
nand3b	3
nor2	10
nor3	3
o2111ai	3
o21ai	13
[cell type report]
type                            instances  area [µm²]
Tap cell                              102         128
Inverter                               12        45.0
Multi-Input combinational cell        135        1130
Timing Repair Buffer                   35         315
Clock buffer                            4        55.1
Fill cell                             789        5420
Sequential cell                        22         553
Power and IR drop assume default switching activity.
